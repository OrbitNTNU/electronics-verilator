## flow/run.sh

```bash
#!/bin/bash
# OpenROAD 26Q1-2900-gdf79404cd8, Yosys 0.63+post, stock flow scripts
make -C /OpenROAD-flow-scripts/flow DESIGN_CONFIG=/design/flow/config.mk WORK_HOME=/design/flow/orfs finish
```

## flow/config.mk

```make
export PLATFORM = sky130hd
export DESIGN_NAME = States
export DESIGN_NICKNAME = States
export VERILOG_FILES = /design/flow/design.v
export SDC_FILE = /design/flow/constraint.sdc
export NUM_CORES = 4
export LEC_CHECK = 1
export CORE_AREA = 10 10 70 70
export DIE_AREA = 0 0 80 80
export SYNTH_HDL_FRONTEND = slang
```

## flow/constraint.sdc

```tcl
current_design States

set clk_period 1.3
set clk_io_pct 0.2

create_clock -name clk0 -period $clk_period

set non_clock_inputs [all_inputs -no_clocks]
set_input_delay [expr $clk_period * $clk_io_pct] -clock clk0 $non_clock_inputs
set_output_delay [expr $clk_period * $clk_io_pct] -clock clk0 [all_outputs]
```

## flow/design.v

```verilog
module States (
    input[31:0] in,
    output[1:0] state_out
);
    typedef enum logic [1:0] { ZERO, LOW, HIGH, MAX } HighLow  ;
    typedef enum logic [2:0] { INIT, DATA_RX, DATA_TX, STOPBIT, RESET } UART  ;
    HighLow state = ZERO;
    always @(in) begin
        if (in == 0)
            state = ZERO;
        else if (in <= 'h80000000)
            state = LOW;
        else if (in == 'hFFFFFFFF)
            state = MAX;
        else
            state = HIGH;    
    end
    assign state_out = state;
endmodule
```

==> results.txt <==
The layout was made with Yosys and OpenROAD.

The count of boundary I/O pins is 34. The count of endpoints failing setup in the final report is 2. The post-layout utilization of the core is 18.2%.

The final reports fail on setup timing. The maximum achievable frequency is 584 MHz. In the hold report, the worst path ends at state_out[1].

The sequential-to-total area share from yosys stat is 0%. The die outline height is 80 um. The layout has 0 clock buffers. The peak ir drop on the vdd network is between 0.02 and 0.025 mV. Between the synthesized netlist and the finished layout, the area growth was recorded as 303%. After layout, the worst setup slack is -413 ps. The remaining global-route overflow is 0.

After detailed placement, the design holds a cell count of 113. Per the detail_route report, vias per standard cell equal 3.59. The worst hold slack is 920 ps. Setup repair after global routing could not meet its margin everywhere. For this design the ratio of total power to cell area is 217 nW/um^2. The maximum number of pins on one net before global-route repair is 3. For the finished layout, the period the worst path requires is 1710 ps.

The critical path endpoint has a required time of 1040 ps. The transition time of the tightest slew-check pin is 194 ps. The overall via count from detail_route is 413. The count of cell types in the netlist is 8.

The number of global-route vias before repair is 433. Across the whole layout, storage elements account for 0 sq um. The count of nets left with antenna violations once routing finished came out at 0. The analysis attributes to cell leakage a power of 0.231 nW. The floorplan utilization is under 10%. The run finished, with violations left. After its last routability iteration, the placer logged a weighted congestion of ~0.80.

The core region is approximately 3400 sq um. In this run, post-CTS hold repair placed 0 buffers. The number of iterations in the first detailed-routing pass is 4.

The worst hold path begins at in[31]. In this run the tightest slew margin relative to its limit is approximately 87%. The layout has 384 filler cells.

The number of maximum-capacitance constraint violations is 0. The tally of non-filler cells in the final layout is 115. In this run the worst path has a maximum fanout of 2. The cell area that synthesis handed to floorplanning was 154 sq um.

In the routed netlist, the antenna diode instances number 0. The standard-cell row count is 21. The area recorded from the Yosys report for this design is 154 sq um. Endpoints failing hold in the final report were tallied at 0. The DRC violation count after routing is 0. In the final report, the number of pins over their slew limit comes to 0. The full die area is 6400 sq um. Per the final layout report, the fraction of cells sized above drive strength 1 comes to 71.0%. For this block, the initial DRC count from the detailed router was 10. The area of all placed cells without fillers is 621 sq um. For this run, the total global-route usage over all layers was measured as under 10%. The synthesized netlist was found by Yosys to have 25 cells. The number of sequential cells is 0.

The total design power is 0.134 mW. By startpoint and endpoint, the worst setup path is classified as input pin to primary output. After layout, the worst path uses 132% of the clock period. In this run the cell area measured after placement is 612 sq um. The post-detailed-routing wire length is 1.37 mm. The initial antenna violation count is 0. Note that the worst hold path type here is input pin to primary output.

The launch point of the worst path is in[24]. STA classifies the critical path startpoint as an input pin. Per the placement log, port buffering inserted 34 buffers. The synthesized area divided by synthesized cell count is 6.16 sq um. Across all stage logs, warnings added up to 35.

The first global-routing pass estimated about 2.1 mm of wire. The kind of end point of the critical path is a primary output. Synthesis produced a netlist whose cell count is 25. The script logs the mean routed wire length per placed instance as 11.9 um.

Data on the critical path arrives at its endpoint at 1450 ps. The HPWL after detailed placement is roughly 1.2 mm. The cell count of the worst hold path is 5. The die is 80 um wide.

The number of warnings reported in the yosys synthesis log is 0.
==> kinds of logic (layout without fill, tap and decap cells) <==
group | count (synthesis) | count (layout) | share of synthesized area (%)
compound gates | 2 | 2 | 10.6
buf+inv | 1 | 45 | 2.44
simple gates | 22 | 22 | 87.0
==> cell type report <==
cell class                 instances  area [sq um]  area share [%]
timing repair buffer              44           317            51.0
multi-input combinational         24           243            39.1
tap                               46          57.6            9.27
inverter                           1          3.75           0.605
==> metal layers <==
layer | up-vias | track usage (%) | wire [um]
li1 | 208 | - | -
met1 | 186 | 4.68 | 547
met2 | 19 | 7.06 | 685
met3 | 0 | 0.909 | 136
met4 | 0 | 0 | 0
met5 | - | 0 | 0
==> how the worst max path moves through the flow <==
stage,to,slack (ps),cells after the start
6_report,state_out[0],-410,8
5_1_grt,state_out[0],-490,8
4_1_cts,state_out[0],-420,8
==> cell usage in the layout, fill, tap and decap left out, types with 2 or more instances in the layout <==
master / synthesis / layout
buf_2: 0 / 23
nand4_1: 10 / 10
buf_6: 0 / 9
nor4_4: 0 / 4
clkdlybuf4s15_1: 0 / 4
buf_4: 0 / 4
nor4_2: 0 / 3
or4_1: 2 / 2
clkbuf_2: 0 / 2
==> what timing repair did <==
item | in CTS | in global routing
pin swaps | 17 | 6
setup buffers | 3 | 0
endpoints found under the setup margin | 2 | 2
resized | 134 | 10
==> synth_stat cells <==
cell | instances | area share (%)
or4_1 | 2 | 9.8
a21oi_1 | 1 | 3.2
nand4_1 | 10 | 41
o221a_1 | 1 | 7.3
nor3_1 | 1 | 3.2
nor4_1 | 7 | 28
nor2_1 | 2 | 4.9
inv_1 | 1 | 2.4
==> metrics by stage <==
stage	TNS, ps	worst slack, ps
final	-653	-413
after global routing	-808	-488
after CTS	-683	-423
after detailed placement	-2200	-1180
after global placement	-2130	-1160
after floorplan	-81.1	-81.1
==> critical path: stages <==
cell	delay, ps
buf_6	100
buf_6	100
nor4_4	250
nand4_1	140
buf_4	160
o221a_1	240
a21oi_2	100
buf_2	100
==> power by group <==
part | total [mW] | leakage [nW] | switching (mW) | internal (mW)
logic | 0.134 | 0.231 | 0.0559 | 0.0786
registers | 0 | 0 | 0 | 0
clock network | 0 | 0 | 0 | 0
total | 0.134 | 0.231 | 0.0559 | 0.0786
No activity file was given, so power comes from the tool's default toggle rates.
