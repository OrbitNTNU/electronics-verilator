[flow/design.v]
module DoubleSub (
    input[31:0] a1,
    input[31:0] a2,
    input[31:0] b1,
    input[31:0] b2,
    output[31:0] res1,
    output[31:0] res2
);
    Sub sub1 (
        .a(a1),
        .b(b1),
        .res(res1)
    );
    Sub sub2 (
        .a(a2),
        .b(b2),
        .res(res2)
    );
endmodule
module Sub (
    input[31:0] a,
    input[31:0] b,
    output[31:0] res
);
    assign res = a - b;
endmodule
module Delay #(int G_NCYCLES = 3)(
    input clk,
    input[31:0] data_in,
    input data_in_valid,
    output[31:0] delayed_data,
    output delayed_data_valid
);
    reg [31:0] count = 0;
    reg [31:0] data;
    reg reg_delayed_data_valid = 0;
    always @(posedge(clk)) begin
        reg_delayed_data_valid <= 0;
        if (data_in_valid) begin
            data <= data_in;
            count <= G_NCYCLES;
        end else if (count == 0) begin
            reg_delayed_data_valid <= 1;
        end else begin
            count <= count - 1;
        end
    end
    assign delayed_data = data;
    assign delayed_data_valid = reg_delayed_data_valid;
endmodule
module Hierarchy (
    input clk,
    input[31:0] data_in,
    input[31:0] subtract,
    input data_in_valid,
    output[31:0] data_out,
    output data_out_valid
);
    wire w_data_out_valid;
    wire[31:0] w_delayed_data;
    wire[31:0] w_data_out;
    assign w_data_out = (w_data_out_valid == 1) ? w_delayed_data : 0;  
    Delay #(.G_NCYCLES(5)) delay (
        .clk(clk),
        .data_in(data_in),
        .data_in_valid(data_in_valid),
        .delayed_data(w_delayed_data),
        .delayed_data_valid(w_data_out_valid)
    );
    Sub sub (
        .a(w_data_out),
        .b(subtract),
        .res(data_out)
    );
    assign data_out_valid = w_data_out_valid;
endmodule
[flow/run.sh]
#!/bin/bash
# OpenROAD 26Q1-2900-gdf79404cd8, Yosys 0.63+post, stock flow scripts
make -C /OpenROAD-flow-scripts/flow DESIGN_CONFIG=/design/flow/config.mk WORK_HOME=/design/flow/orfs finish
[flow/config.mk]
export PLATFORM = sky130hd
export DESIGN_NAME = DoubleSub
export DESIGN_NICKNAME = DoubleSub
export VERILOG_FILES = /design/flow/design.v
export SDC_FILE = /design/flow/constraint.sdc
export NUM_CORES = 4
export LEC_CHECK = 1
export CORE_AREA = 10 10 122 122
export DIE_AREA = 0 0 132 132
export SYNTH_HDL_FRONTEND = slang
[flow/constraint.sdc]
current_design DoubleSub

set clk_period 13.4
set clk_io_pct 0.2

create_clock -name clk0 -period $clk_period

set non_clock_inputs [all_inputs -no_clocks]
set_input_delay [expr $clk_period * $clk_io_pct] -clock clk0 $non_clock_inputs
set_output_delay [expr $clk_period * $clk_io_pct] -clock clk0 [all_outputs]
==> job_summary.md <==
## Implementation flow summary

| Metric | Value |
|---|---|
| Status | finished clean |
| RSZ-0062 raised after global routing | false |
| Post-layout min period | 8.636 ns |
| Highest routed layer | met4 |
| Core area | 0.01216 mm^2 |
| Routed wl met2 | 6.154 mm |
| # setup viols final | 0 |
| GRT overflow | 0 |
| Pwr Density | 51.92 mW/mm^2 |
| Initial antenna violation count | 0 |
| Fillers | 1218 |
| LEAKAGE | 2.687 nW |
| DRT Pass-1 Iters | 4 |
| Worst setup path start | a1[0] |
| Maximum capacitance violations | 0 |
| Dpl hpwl | 11.75 mm |
| Hold Path Origin | b1[0] |
| Post-CTS setup buffers | 0 |
| Seq cells | 0 |
| Fmax | 0.1158 GHz |
| Non-Filler Instances | 890 |
| Chip Area, Yosys | 0.003669 mm^2 |
| Met1 WL | 6.095 mm |
| Register share after synthesis | 0 |
| Post-DRT Antenna Nets | 0 |
| CP arrival | 5.96 ns |
| Syn avg cell area | 6.719 um^2 |
| GRT Util Overall | 0.1428 |
| Vias/cell | 4.903 |
| DP Cell Count | 890 |
| Tool warnings | 32 |
| Area growth syn-to-layout | 56.48% |
| Distinct lib cells used | 61 |
| GP Congestion | 0.9073 |
| Max Slew Vio Count | 0 |
| Post-synth area hogs | ha_1, inv_1, xnor2_1 |
| Layout cells sized above 1 | 0.02770 |
| Slew HR | 0.6252 |
| Worst-path maximum fanout | 5 |
| Via count | 4364 |
| Avg WL per Cell | 14.64 um |
| Register area | 0 um^2 |
| Hold path cells | 4 |
| Required time at the worst-slack endpoint | 10.72 ns |
| Crit path kind | input port to primary output |
| Met3 WL post-DR | 758 um |
| Final hold viol count | 0 |
| YS warnings | 0 |
| Die Wd | 132 um |
| Final period util | 0.6445 |
| Final TNS setup | 0 ns |
| VDD IR-drop max | 0.02120 mV |
| Min-Delay Path Class | input port to primary output |
| CP endpoint kind | primary output |
| ANT cells | 0 |
| Hold Buf Count CTS | 0 |
| Startpoint Class | input port |
| PostCTS Resize Cnt | 0 |
| First-pass GRT wire length | 21.58 mm |
| Syn Inst Count | 546 |
| WL final | 13.03 mm |
| Die area | 0.01742 mm^2 |
| 1st-iter DRT viols | 186 |
| Vias in the first global route | 4323 |
| Largest net degree at the start of global routing | 11 |
| Row cnt | 40 |
| Pre-Place Util | 0.3016 |
| Cells in synth_stat.txt | 546 |
| I/O Buffers | 192 |
| Worst-Margin Slew | 0.5480 ns |
| Post-Syn Area | 0.003669 mm^2 |
| DIE HEIGHT | 132 um |
| Clkbuf count | 0 |
| I/O pin cnt | 192 |
| Cell type with the largest total area | ha_1 |
| Top cell area share | 0.2115 |
| DR DRC count | 0 |
[layout by cell type (no fill, tap or decap), types with 2 or more instances in the layout]
| cell | netlist | routed |
|---|---|---|
| and3_1 | 4 | 4 |
| a21o_1 | 31 | 31 |
| ha_1 | 62 | 62 |
| o21bai_1 | 4 | 4 |
| o31a_1 | 2 | 2 |
| nand2b_1 | 9 | 9 |
| o211ai_1 | 5 | 5 |
| or3_1 | 3 | 3 |
| nor4_1 | 2 | 2 |
| o31ai_1 | 5 | 5 |
| o22ai_1 | 4 | 4 |
| xnor2_1 | 34 | 34 |
| o21a_1 | 10 | 10 |
| nand4_1 | 8 | 8 |
| a21oi_1 | 57 | 57 |
| o221ai_1 | 2 | 2 |
| inv_1 | 80 | 80 |
| a31oi_1 | 3 | 3 |
| a31o_2 | 2 | 2 |
| xor2_1 | 23 | 23 |
| mux2i_1 | 2 | 2 |
| a211oi_1 | 2 | 2 |
| nor2_1 | 31 | 31 |
| o2111ai_1 | 4 | 4 |
| o21ai_0 | 19 | 19 |
| a21boi_0 | 2 | 2 |
| or2_2 | 3 | 3 |
| nand3_1 | 13 | 13 |
| a211o_1 | 3 | 3 |
| fa_1 | 2 | 2 |
| a311o_1 | 2 | 2 |
| a41oi_1 | 3 | 3 |
| nor3_1 | 7 | 7 |
| nand2_1 | 46 | 46 |
| a31oi_2 | 2 | 2 |
| nor2b_1 | 4 | 4 |
| a21oi_2 | 3 | 3 |
| o21ai_1 | 9 | 9 |
| clkdlybuf4s50_1 | 0 | 192 |
| and2_1 | 2 | 2 |
[layer usage]
metal  up-vias  track usage
met3         2      0.02670
met2       113       0.2412
met4         0     0.003090
met1      1953       0.1940
li1       2296            -
met5         -            0
[power breakdown]
group | internal, mW | switching (mW) | leakage (nW) | total [mW]
Combinational | 0.177 | 0.121 | 2.69 | 0.298
Sequential | 0 | 0 | 0 | 0
Clock | 0 | 0 | 0 | 0
Total | 0.177 | 0.121 | 2.69 | 0.298
[metrics by stage]
step                        util  hold WS, ns  total power, mW  area [um^2]  setup WS, ns
after floorplan                -        5.471           0.1423         3669         5.945
after global placement    0.4720        6.366           0.3010         5741         4.787
after detailed placement  0.4720        6.360           0.3003         5741         4.746
after CTS                 0.4720        6.368           0.3031         5741         4.726
after global routing      0.4720        6.402           0.3305         5741         4.512
final                     0.4720        6.358           0.2980         5741         4.764
[final cells by class]
type                       count  area [um^2]  area share
inverter                      80        300.3     0.05231
multi-input combinational    450         3308      0.5763
tap                          168        210.2     0.03662
timing repair buffer         192         1922      0.3348
[kinds of logic after synthesis]
group,after synthesis,synth area share
AND-OR/OR-AND,185,0.3465
AND/OR/NAND/NOR,142,0.1913
buffers and inverters,96,0.09823
adder cells (fa/ha/maj),64,0.2224
XOR/XNOR,57,0.1361
multiplexers,2,0.005457
[Yosys cell counts, drive strengths merged (3+ instances only)]
master / number
a211o: 3
a21o: 31
a21oi: 60
a31oi: 5
a41oi: 3
and3: 5
clkbuf: 16
ha: 62
inv: 80
nand2: 46
nand2b: 9
nand3: 13
nand4: 8
nor2: 32
nor2b: 5
nor3: 8
o2111ai: 4
o211ai: 5
o21a: 11
o21ai: 29
o21bai: 4
o22ai: 4
o31ai: 6
or2: 3
or3: 3
xnor2: 34
xor2: 23
[critical path, stage by stage]
cell and delay, ns:
clkdlybuf4s50_1 0.46, inv_1 0.04, ha_1 0.20, fa_1 0.44, nor2b_4 0.14, o2111ai_1 0.13
and3_4 0.24, o41ai_4 0.44, a31oi_2 0.22, o2111a_1 0.30, nor3_2 0.17, clkdlybuf4s50_1 0.49
[worst paths after layout]
check / to / slack [ns]
min: res1[0] / 6.36
max: res1[30] / 4.76
Power is estimated from default activity; no workload was simulated.
