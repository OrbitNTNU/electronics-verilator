==> flow/design.v <==
module Sub (
    input[31:0] a,
    input[31:0] b,
    output[31:0] res
);
    assign res = a - b;
endmodule
module Delay #(int G_NCYCLES = 3)(
    input clk,
    input[31:0] data_in,
    input data_in_valid,
    output[31:0] delayed_data,
    output delayed_data_valid
);
    reg [31:0] count = 0;
    reg [31:0] data;
    reg reg_delayed_data_valid = 0;
    always @(posedge(clk)) begin
        reg_delayed_data_valid <= 0;
        if (data_in_valid) begin
            data <= data_in;
            count <= G_NCYCLES;
        end else if (count == 0) begin
            reg_delayed_data_valid <= 1;
        end else begin
            count <= count - 1;
        end
    end
    assign delayed_data = data;
    assign delayed_data_valid = reg_delayed_data_valid;
endmodule
module Hierarchy (
    input clk,
    input[31:0] data_in,
    input[31:0] subtract,
    input data_in_valid,
    output[31:0] data_out,
    output data_out_valid
);
    wire w_data_out_valid;
    wire[31:0] w_delayed_data;
    wire[31:0] w_data_out;
    assign w_data_out = (w_data_out_valid == 1) ? w_delayed_data : 0;  
    Delay #(.G_NCYCLES(5)) delay (
        .clk(clk),
        .data_in(data_in),
        .data_in_valid(data_in_valid),
        .delayed_data(w_delayed_data),
        .delayed_data_valid(w_data_out_valid)
    );
    Sub sub (
        .a(w_data_out),
        .b(subtract),
        .res(data_out)
    );
    assign data_out_valid = w_data_out_valid;
endmodule
==> flow/run.sh <==
#!/bin/bash
# OpenROAD 26Q1-2900-gdf79404cd8, Yosys 0.63+post, stock flow scripts
make -C /OpenROAD-flow-scripts/flow DESIGN_CONFIG=/design/flow/config.mk WORK_HOME=/design/flow/orfs finish
==> flow/config.mk <==
export PLATFORM = sky130hd
export DESIGN_NAME = Hierarchy
export DESIGN_NICKNAME = Hierarchy
export VERILOG_FILES = /design/flow/design.v
export SDC_FILE = /design/flow/constraint.sdc
export NUM_CORES = 4
export LEC_CHECK = 1
export CORE_UTILIZATION = 30
export SYNTH_HDL_FRONTEND = slang
==> flow/constraint.sdc <==
current_design Hierarchy

set clk_period 20.0
set clk_io_pct 0.2

create_clock -name clk0 -period $clk_period [get_ports {clk}]

set non_clock_inputs [all_inputs -no_clocks]
set_input_delay [expr $clk_period * $clk_io_pct] -clock clk0 $non_clock_inputs
set_output_delay [expr $clk_period * $clk_io_pct] -clock clk0 [all_outputs]
==> impl_metrics.yaml <==
# implementation run metrics
status:
  status: "finished, final reports clean"
floorplan:
  die_w_microns: 126.2
  initial_utilization_pct: 30.55
  die_area_sq_um: 15920
  die_h_microns: 126.2
  io_pins: 99
  num_rows: 45
  core_sq_um: 15150
detailed_routing:
  dr.pass1.iters: 4
  num_vias: 3963
  antenna_cells: 0
  ant_nets: 0
  drt-initial-drc-count: 328
  drc_errors: 0
  routed_wirelength_microns: 10640
  wl_per_cell_microns: 13.09
  viasPerCell: 4.875
flow_run:
  cap_violations: 0
  tool_warnings: 30
final_timing:
  hold_violations: 0
  fin_crit_ns: 11.17
  fin_skew_ns: 0.008430
  setup_violations: 0
  setup-tns-final_ns: 0
  slew_violations: 0
  timing.hold.ws_ns: 0.4994
  finalCritPeriodShare_pct: 55.86
  slew_headroom_pct: 48.75
  worstMarginPinSlew_ns: 0.7687
  rsz0062_at_grt: "no"
  fmax_ghz: 0.08951
setup_path:
  critical_path_arrival_ns: 7.17
  path_cells: "clkdlybuf4s50_1 -> inv_1 -> ha_1 -> a21o_1 -> and2_1 -> o311ai_1 -> a21boi_0 -> a41o_1 -> a221oi_2 -> xnor2_1 -> clkdlybuf4s50_1"
  cp_num_cells: 11
  cpMaxStageDelayCell: "clkdlybuf4s50_1"
  r2r-start: "delay.count[12]"
  critPathMaxFanout: 5
  critPathMaxStageDelay_ns: 0.50
  r2r_cells: 7
  cp_common_cell: "clkdlybuf4s50_1"
  worst_setup_path_end_kind: "output port"
  crit_buf_inv: 3
  start_kind: "input pin"
  path_class: "in2out"
  startpoint: "subtract[4]"
  worstPathRequired_ns: 16.00
  path_delay_family: "AND-OR/OR-AND gates"
clocking:
  cts_hold_buffers: 0
  cts.path.max_buffers: 2
  cts-buffers-inserted: 9
  cts_resized: 0
  root_buffer: "clkbuf_16"
  cts_setup_buffers: 0
  clk_latency_ns: 0.33
  clkSlewWorstSetupHoldPaths_ns: 0.05
  cts-htree-levels: 3
  cts_tree: "built"
  cts.sinks: 65
min_path:
  min_from: "delay.count[13]"
  whs_path_depth: 2
  hold_path_class: "reg2reg"
finish:
  syn_to_final_growth_pct: 30.69
  drive_above_1_share_pct: 5.600
  layout_top_cell: "clkdlybuf4s50_1"
  most-common-layout-cells: "clkdlybuf4s50_1 (97), nor2_1 (49), inv_1 (44)"
  stdcell_count: 813
synthesis:
  yosysChipArea_sq_um: 4627
  edf_count: 32
  ys_cells: 526
  synth_area_per_cell_sq_um: 8.796
  synth.cell_area_sq_um: 4627
  synth_cell_types: 68
  ff_type: "dfxtp_1"
  yosys_register_bits: 65
  syn_inst: 526
  ys_seq_share_pct: 35.05
  synthArstFlopShare_pct: 0
  yosys_warnings: 0
global_routing:
  grt_overflow: 0
  grt_usage_pct: 13.88
  antenna_found_initial: 0
  grt_pass1_wl_microns: 17760
  grt_pass1_vias: 3797
  grt_max_degree: 66
pwr:
  powerDensity_nw_per_um2: 71.60
  ir_worst_vdd_uv: 39.18
  p_leak_nw: 2.529
placement:
  dp.cells: 797
  gp_congestion: 0.9464
  numPortBuffers: 98
  dp.final_hpwl_microns: 8015
-- cell usage after synthesis, types with 5 or more instances --
cell	count	share of area [%]
nor4_1	6	0.81
nor2b_1	6	0.81
nand2_1	38	3.1
dfxtp_1	33	14
nor2_1	49	4.0
nand4_1	6	0.81
clkbuf_1	14	1.1
a21oi_1	36	3.9
ha_1	37	10
edfxtp_1	32	21
o21ai_0	25	2.7
and3_1	6	0.81
xnor2_1	23	4.4
xor2_1	29	5.5
and2_1	33	4.5
inv_1	44	3.6
nor3_1	9	0.97
nand3_1	10	1.1
o21a_1	6	0.97
nand3b_1	5	0.81
a21o_1	9	1.5
-- sequential cells by signal, indices dropped and copies added (netlist names) --
name                      cells
delay.count                  32
delay.delayed_data           32
delay.delayed_data_valid      1
-- kinds of logic after synthesis --
logic type      Yosys count  share of synthesized area [%]
buf+inv                  61                          5.111
fa+ha+maj                38                          10.44
flops                    65                          35.05
xor+xnor                 52                          9.843
simple gates            194                          22.69
compound gates          116                          16.87
-- area by class of cell --
class	instances	area, sq um
Clock buffer	11	232.7
Clock inverter	5	32.53
Fill cell	1442	9099
Inverter	44	165.2
Multi-Input combinational cell	400	2769
Sequential cell	65	1622
Tap cell	188	235.2
Timing Repair Buffer	100	991.0
-- final timing paths --
| path | endpoint | slack [ns] |
|---|---|---|
| worst min-delay path | delay.count[13] | 0.50 |
| worst min register to register | delay.count[13] | 0.50 |
| worst max register to register | delay.count[8] | 17.66 |
| worst max-delay path | data_out[26] | 8.83 |
-- layer usage --
layer	routed length, microns	global-route usage, %
met3	558	2.511
met5	0	0
met1	5128	19.95
met2	4794	22.68
met4	163	2.055
-- per-stage QoR --
step	power [W]	setup slack [ns]	instance area [sq um]	utilization (%)
2_1_floorplan	0.0002494	10.09	4627	-
3_3_place_gp	0.0002940	8.814	5782	38.17
3_5_place_dp	0.0002949	8.823	5782	38.17
4_1_cts	0.0004393	8.802	6047	39.93
5_1_grt	0.0004604	8.552	6047	39.93
6_report	0.0004329	8.828	6047	39.93
-- tightest hold or removal path, stage by stage, from the launching register on --
cell     delay, ns
dfxtp_1       0.32
o21ai_0       0.07
a21oi_1       0.06
-- report_power, final --
group / switching, W / internal (W) / leakage (nW)
Combinational: 0.0000648 / 0.0000641 / 1.82
Clock: 0.0000568 / 0.0000834 / 0.123
Sequential: 0.00000955 / 0.000154 / 0.581
Total: 0.000131 / 0.000302 / 2.53
Power is estimated from default activity; no workload was simulated.
